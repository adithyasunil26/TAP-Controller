## flow/run.sh

```bash
#!/bin/bash
# OpenROAD 26Q1-2900-gdf79404cd8, Yosys 0.63+post, stock flow scripts
make -C /OpenROAD-flow-scripts/flow DESIGN_CONFIG=/design/flow/config.mk WORK_HOME=/design/flow/orfs finish
```

## flow/config.mk

```make
export PLATFORM = sky130hd
export DESIGN_NAME = tap
export DESIGN_NICKNAME = tap
export VERILOG_FILES = /design/flow/design.v
export SDC_FILE = /design/flow/constraint.sdc
export NUM_CORES = 4
export LEC_CHECK = 1
export CORE_AREA = 10 10 70 70
export DIE_AREA = 0 0 80 80
```

## flow/constraint.sdc

```tcl
current_design tap

set clk_period 1.6
set clk_io_pct 0.2

create_clock -name clk0 -period $clk_period [get_ports {tclk}]

set non_clock_inputs [all_inputs -no_clocks]
set_input_delay [expr $clk_period * $clk_io_pct] -clock clk0 $non_clock_inputs
set_output_delay [expr $clk_period * $clk_io_pct] -clock clk0 [all_outputs]
```

## flow/design.v

```verilog
module tap
(
  input tclk,
  input tms,
  input trst,
  output reg test_logic_reset,
  output reg run_test_idle,
  output reg select_dr_scan,
  output reg capture_dr,
  output reg shift_dr,
  output reg exit1_dr,
  output reg pause_dr,
  output reg exit2_dr,
  output reg update_dr,
  output reg select_ir_scan,
  output reg capture_ir,
  output reg shift_ir,
  output reg exit1_ir,
  output reg pause_ir,
  output reg exit2_ir,
  output reg update_ir
);
reg [3:0] state;
reg [3:0] next_state;
always @ (posedge tclk or negedge trst)
begin
	if(trst == 0)
		state = 4'h0;
	else
		state = next_state;
end
initial
begin
	state = 4'h0;
end
always @ (state or tms)
begin
  case(state)
		4'h0:
			begin
			if(tms==1) next_state = 4'h0; 
			else next_state = 4'h1;
			end
		4'h1:
			begin
			if(tms==1) next_state = 4'h2; 
			else next_state = 4'h1;
			end
		4'h2:
			begin
			if(tms==1) next_state = 4'h9; 
			else next_state = 4'h3;
			end
		4'h3:
			begin
			if(tms==1) next_state = 4'h5; 
			else next_state = 4'h4;
			end
		4'h4:
			begin
			if(tms==1) next_state = 4'h5; 
			else next_state = 4'h4;
			end
		4'h5:
			begin
			if(tms==1) next_state = 4'h8; 
			else next_state = 4'h6;
			end
		4'h6:
			begin
			if(tms==1) next_state = 4'h7; 
			else next_state = 4'h6;
			end
		4'h7:
			begin
			if(tms==1) next_state = 4'h8; 
			else next_state = 4'h4;
			end
		4'h8:
			begin
			if(tms==1) next_state = 4'h2; 
			else next_state = 4'h1;
			end
		4'h9:
			begin
			if(tms==1) next_state = 4'h0;
			else next_state = 4'hA;
			end
		4'hA:
			begin
			if(tms==1) next_state = 4'hC; 
			else next_state = 4'hB;
			end
		4'hB:
			begin
			if(tms==1) next_state = 4'hC; 
			else next_state = 4'hB;
			end
		4'hC:
			begin
			if(tms==1) next_state = 4'hF;
			else next_state = 4'hD;
			end
		4'hD:
			begin
			if(tms==1) next_state = 4'hE;
			else next_state = 4'hD;
			end
		4'hE:
			begin
			if(tms==1) next_state = 4'hF;
			else next_state = 4'hB;
			end
		4'hF:
			begin
			if(tms==1) next_state = 4'h2;
			else next_state = 4'h1;
			end
	endcase
end
always @ (state)
begin
  test_logic_reset = 1'b0;
	run_test_idle = 1'b0;
	select_dr_scan = 1'b0;
	capture_dr = 1'b0;
	shift_dr = 1'b0;
	exit1_dr = 1'b0;
	pause_dr = 1'b0;
	exit2_dr = 1'b0;
	update_dr = 1'b0;
	select_ir_scan = 1'b0;
	capture_ir = 1'b0;
	shift_ir = 1'b0;
	exit1_ir = 1'b0;
	pause_ir = 1'b0;
	exit2_ir = 1'b0;
	update_ir = 1'b0;
  case(state)
		4'h0: test_logic_reset = 1'b1;
		4'h1:    run_test_idle = 1'b1;
		4'h2:   select_dr_scan = 1'b1;
		4'h3:       capture_dr = 1'b1;
		4'h4:         shift_dr = 1'b1;
		4'h5:         exit1_dr = 1'b1;
		4'h6:         pause_dr = 1'b1;
		4'h7:         exit2_dr = 1'b1;
		4'h8:        update_dr = 1'b1;
		4'h9:   select_ir_scan = 1'b1;
		4'hA:       capture_ir = 1'b1;
		4'hB:         shift_ir = 1'b1;
		4'hC:         exit1_ir = 1'b1;
		4'hD:         pause_ir = 1'b1;
		4'hE:         exit2_ir = 1'b1;
		4'hF:        update_ir = 1'b1;
	endcase
end
endmodule
```

==> flow_metrics.tcl <==
# implementation run metrics
set metrics [dict create \
    num_rows 21 \
    fin_cells 142 \
    viasPerCell 3.91 \
    pwr-share-comb 0.772 \
    grt_pass1_vias 535 \
    place_congestion 0.796 \
    topCellsByArea "dfrtp_1, nor2_1, nor3_1, buf_4, a21oi_1" \
    p_sw_frac 0.398 \
    io_buffers 18 \
    pre_cts_ws_ns -0.135 \
    path_max_fanout 5 \
    hp-class "input pin to async pin" \
    layout_setup_ws_ns -0.188 \
    worstMarginPinSlew_ns 0.234 \
    avgSynthCellArea_sq_um 6.85 \
    die_y_microns 80 \
    slowest_stage "clkdlybuf4s50_1" \
    drc 0 \
    cts_root_buf "clkbuf_4" \
    clockPowerShare 0.073 \
    synth_cells 57 \
    syn_area_sq_um 390 \
    drv_cap 0 \
    crit_family "buffers and inverters" \
    slew_headroom 0.843 \
    p_int_mw 1.02 \
    p_leak_nw 0.450 \
    drive_gt1_frac 0.500 \
    finalClockSkew_ns 0.00163 \
    p_seq_frac 0.154 \
    period_minus_slack_ns 1.79 \
    max-clock-path-buffers 2 \
    drt_first_pass_iters 4 \
    clock_latency_ns 0.23 \
    worstSetupPathType "flip-flop to output pin" \
    ant_nets 0 \
    numCtsBuffers 3 \
    powerDensity_mw_per_mm2 1910 \
    final_max_slew_viol_count 0 \
    failed_checks "setup timing" \
    period_used_share 1.12 \
    required_ns 1.28 \
    holdWs_ns 0.303 \
    dp_cells 127 \
    cts.sinks 4 \
    grt_max_degree 9 \
    core_sq_mm 0.00342 \
    drt_wl_total_mm 1.60 \
    grt-ovfl-total 0 \
    dr_total_vias 555 \
    synth_cell_types 21 \
    crit_buf_inv 1 \
    ys_cells 57 \
    grtUsageTotal 0.0452 \
    rsz0062_at_grt "true" \
    area_growth_pct 127 \
    clk_pin_slew_ns 0.04 \
    die_area_sq_mm 0.00640 \
    cp-start-kind "flip-flop" \
    floorplan.core_util 0.114 \
    grt_pass1_wl_mm 2.44 \
    antenna_cells_inserted 0 \
    ios 19 \
    cts_tree "built" \
    cp_num_cells 3 \
    yosys_warnings 1 \
    cp.arrival_ns 1.47 \
    outcome "finished, violations left" \
    cpPeakStageDelay_ns 0.49 \
    antenna_found_initial 0 \
    max_freq_mhz 559 \
    irDropWorstVdd_v 0.000501 \
    rr_worst_depth 5 \
    yosysTopAreaCell "dfrtp_1" \
    tool_warnings 27 \
    die_x_microns 80 \
    path_cells "nand2_1 -> nor2_2 -> clkdlybuf4s50_1" \
    wl_per_cell_microns 11.3 \
    end_kind "output pin" \
    synth_chip_area_sq_um 390 \
    largest_reg_flops 4 \
    setup_violations 11 \
    synth_top_area_share 0.256 \
    switchingPower_mw 0.673 \
    initialDrtViolationCount 26 \
    ys.flops 4 \
    postSynthSeqShare 0.256 \
    htree_levels 1 \
    dpl.hpwl_mm 1.15 \
    hold_violations 0 \
]
cell families after synthesis:
kind of cell           after synthesis  share of synthesized area
flip-flops                           4                      0.256
AND-OR/OR-AND                       12                      0.221
XOR/XNOR                             1                     0.0224
AND/OR/NAND/NOR                     32                      0.388
buffers and inverters                8                      0.112
layout make-up:
type	instances	area, sq um
inverters	3	11.3
flip-flops and latches	4	104
clock buffers	3	22.5
well taps	46	57.6
repair buffers	41	370
fillers	364	2530
multi-input cells	45	322
repair_timing:
action / 4_1_cts / 5_1_grt
pin swaps: 2 / 4
setup endpoints to repair: 16 / 12
resized: 26 / 22
setup buffers: 6 / 6
hold buffers: 0 / 0
endpoints found under the hold margin: 0 / 0
Yosys cell counts, drive strengths merged:
cell type	n
inv	3
a21oi	4
o22ai	1
nor2b	2
a211oi	2
o221a	1
a31oi	1
nand2	4
or3b	1
nor2	13
o32a	2
buf	5
nand2b	3
o211ai	1
xnor2	1
nand3	2
and3	1
or2	1
nor3	5
dfrtp	4
layout by cell type (no fill, tap or decap), types with 2 or more instances in the layout:
| master | n |
|---|---|
| clkbuf_4 | 3 |
| buf_4 | 16 |
| buf_6 | 7 |
| o32a_1 | 2 |
| nand2b_4 | 3 |
| nor2b_1 | 2 |
| dlymetal6s2s_1 | 4 |
| a21oi_1 | 4 |
| nand3_1 | 2 |
| a211oi_1 | 2 |
| inv_1 | 3 |
| dfrtp_2 | 3 |
| nor2_1 | 5 |
| nor2_2 | 6 |
| dlygate4sd2_1 | 3 |
| buf_2 | 2 |
| nor3_2 | 2 |
| nand2_1 | 2 |
| nor2_4 | 2 |
| nor3_1 | 3 |
| clkdlybuf4s50_1 | 7 |
stage by stage:
step / instance area, sq um / util / setup TNS [ns] / power, mW
after global routing: 887 / 0.260 / -2.14 / 1.84
final: 887 / 0.260 / -1.14 / 1.69
after detailed placement: 678 / 0.199 / -0.390 / 1.12
after floorplan: 390 / - / 0 / 0.678
after global placement: 678 / 0.199 / -0.280 / 1.11
after CTS: 783 / 0.229 / -1.69 / 1.46
routing by layer:
metal | GRT usage | part of all wire | up-vias | wire [microns]
met4 | 0.0123 | 0.017 | 0 | 28
li1 | - | - | 280 | -
met3 | 0.0114 | 0.053 | 2 | 85
met1 | 0.0533 | 0.43 | 259 | 688
met5 | 0 | 0 | - | 0
met2 | 0.0787 | 0.50 | 14 | 799
path summary, 6_finish.rpt:
| check | startpoint | endpoint | slack (ns) |
|---|---|---|---|
| max in group asynchronous | trst | state[0] | 1.09 |
| setup / recovery | state[2] | update_ir | -0.19 |
| hold / removal | trst | state[1] | 0.30 |
| min in group clk0 | state[0] | state[2] | 0.72 |
| hold reg to reg | state[0] | state[2] | 0.72 |
| setup reg to reg | state[3] | state[1] | 0.15 |
power groups by stage:
stage / logic [mW] / clock network, mW / registers (mW)
final: 1.31 / 0.124 / 0.261
after global routing: 1.42 / 0.141 / 0.275
after CTS: 1.08 / 0.130 / 0.246
Power figures rest on the tool's default switching activity, not on a simulated workload.
